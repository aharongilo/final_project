<file path="config.mk">
export PLATFORM = sky130hd
export DESIGN_NAME = stab
export DESIGN_NICKNAME = stab
export VERILOG_FILES = /design/flow/design.v
export SDC_FILE = /design/flow/constraint.sdc
export NUM_CORES = 4
export LEC_CHECK = 1
export CORE_AREA = 10 10 107 107
export DIE_AREA = 0 0 117 117
</file>
<file path="constraint.sdc">
current_design stab

set clk_period 6.4
set clk_io_pct 0.2

create_clock -name clk0 -period $clk_period [get_ports {clk}]

set non_clock_inputs [all_inputs -no_clocks]
set_input_delay [expr $clk_period * $clk_io_pct] -clock clk0 $non_clock_inputs
set_output_delay [expr $clk_period * $clk_io_pct] -clock clk0 [all_outputs]
</file>
<file path="run.sh">
#!/bin/bash
# OpenROAD 26Q1-2900-gdf79404cd8, Yosys 0.63+post, stock flow scripts
make -C /OpenROAD-flow-scripts/flow DESIGN_CONFIG=/design/flow/config.mk WORK_HOME=/design/flow/orfs finish
</file>
<file path="design.v">
module stab(
	input [127:0] data_in,
	output reg [127:0] data_out,
	input clk
);
always@(posedge clk)
	case(data_in)
		128'h0000000000000000: data_out = 128'ha7a7a7a7a7a7a7a7;
		128'h1111111111111111: data_out = 128'hd3d3d3d3d3d3d3d3;
		128'h2222222222222222: data_out = 128'he6e6e6e6e6e6e6e6;
		128'h3333333333333333: data_out = 128'h7171717171717171;
		128'h4444444444444444: data_out = 128'hd0d0d0d0d0d0d0d0;
		128'h5555555555555555: data_out = 128'hacacacacacacacac;
		128'h6666666666666666: data_out = 128'h4d4d4d4d4d4d4d4d;
		128'h7777777777777777: data_out = 128'h7979797979797979;
		128'h8888888888888888: data_out = 128'h3a3a3a3a3a3a3a3a;
		128'h9999999999999999: data_out = 128'hc9c9c9c9c9c9c9c9;
		128'haaaaaaaaaaaaaaaa: data_out = 128'h9191919191919191;
	endcase
endmodule
</file>
==> results.ini <==
[worst_setup_path]
arrival_ps = 3880
cpPeakStageDelay_ps = 760
slowest_stage = nor4_2
crit_path_end_kind = register
cp-startpoint = data_in[75]
endpoint = data_out[57]
worstPathMaxFanout = 8
setup.worst_path.start_class = input pin
cp.required_ps = 6280
path_cells = clkdlybuf4s50_1, nor4_1, nand4_1, nor4_2, nand4_1, o221ai_4, a41o_1
crit_top_cell = nand4_1
criticalPathCategory = input pin to register

[cts]
ctsResizeCount = 0
clock-sinks = 8
cts_setup_buffers = 0
clkTransAtPathRegs_ps = 40
ctsHoldBuffers = 0
htreeDepth = 1
cts_buffers = 3
cts_tree = built
cts.path.max_buffers = 2
clock_tree.root_cell = clkbuf_8

[synthesis]
synth.avg_cell_area_um2 = 8.07
ys_types = 31
synthFlopType = edfxtp_1
asyncSetResetFlopFracSynth = 0
yosys_area_um2 = 1890
ys_seq_share = 0.127
ys_ff = 8
yosysWarnings = 1
yosysCellCount = 234
synth-edff-count = 8
syn_inst = 234
synth_area_um2 = 1890

[power]
p_leak_nw = 1.16
irDropWorstVdd_v = 0.0000315
power-per-cell-area_nw_per_um2 = 62.3
total_power_uw = 207

[grt]
antenna_found_initial = 0
grt_pass1_vias = 2102
grt_pass1_wl_um = 10900
grt_max_degree = 10
grt_usage = 0.101
grt-ovfl-total = 0

[floorplanning]
rows = 35
die_h_um = 117
die_w_um = 117
fp_util = 0.205
coreArea_um2 = 9200
ios = 257
die-area_um2 = 13700

[job]
drv_cap = 0
warnings = 25

[sta]
slew_headroom = 0.437
slew_violations = 0
fmax_mhz = 250
setup_viol = 0
rsz0062_at_grt = no
fin_crit_ps = 3990
setup_tns_ps = 0
timing.final.crit_share = 0.624
worst_pin_slew_ps = 838
hold_violations = 0

[finish]
drive_gt1_frac = 0.0350
largest_reg_flops = 8
areaGrowthSynthToFinish_pct = 76.1
instances_no_fill = 482

[drt]
drc = 0
wire_per_inst_um = 16.5
num_vias = 2007
antennaDiodeCount = 0
totalWireLength_um = 7960
dr.pass1.iters = 4
ant_nets = 0
drt_iter0_markers = 29
drt-vias-per-instance = 4.16

[worst_hold_path]
hold_path.class = input pin to register

[status]
status = completed

[placement]
numPortBuffers = 192
dp.cells = 479
gp_congestion = 0.812
hpwl_um = 7660

-- cell usage in the layout (no fill, tap or decap), drive strengths merged, types with 2 or more instances in the layout --
cell type,n
clkbuf,3
and2,4
conb,64
o221ai,2
clkdlybuf4s50,192
o2111ai,4
edfxtp,8
o31a,2
inv,2
o21ai,4
nand4,24
nand3,5
nor4,37
nand2,4
and4,4
-- power by group --
| part | internal [mW] | switching (mW) | total [mW] |
|---|---|---|---|
| registers | 0.0571 | 0 | 0.0571 |
| logic | 0.0716 | 0.0219 | 0.0935 |
| clock network | 0.0404 | 0.0162 | 0.0566 |
-- cells by family (layout without fill, tap and decap cells) --
group | count (synthesis) | after routing | share of synthesized area
buffers and inverters | 124 | 198 | 0.485
AND/OR/NAND/NOR | 81 | 81 | 0.283
AND-OR/OR-AND | 20 | 20 | 0.103
flip-flops | 8 | 8 | 0.127
other | 1 | 64 | 0.00198
-- cell type report --
class / count / area [µm²]
fill: 919 / 5870
sequential: 8 / 240
timing repair buffer: 193 / 1930
clock buffer: 3 / 41.3
inverter: 2 / 7.51
tap: 111 / 139
multi-input combinational: 165 / 970
-- critical path: cells and delay by family --
family          cells  cell delay (ps)
buf+inv             1              420
simple gates        4             1640
compound gates      2              520
-- metal layers --
layer,routed length (µm),part of all wire,track usage
met1,2340,0.29,0.0881
met2,4150,0.52,0.195
met3,1420,0.18,0.0630
met4,40,0.0050,0.00659
met5,0,0,0
-- synthesized netlist by cell type, types with 2 or more instances --
cell type	number	area, µm²
edfxtp_1	8	240
nor4_1	33	206
o2111ai_1	4	35.0
clkbuf_1	2	7.51
o31a_1	2	17.5
buf_4	120	901
o21ai_0	2	10.0
inv_1	2	7.51
nor4_2	4	50.1
nand4_1	23	144
nand2_1	4	15.0
and2_1	4	25.0
nand3_1	5	25.0
and4_1	4	35.0
-- stage by stage --
step	hold WS, ps	utilization	setup WS [ps]	area, µm²
after floorplan	1680	-	2930	2130
after global placement	2200	0.357	2210	3290
after detailed placement	2210	0.357	2130	3290
after CTS	2050	0.362	2350	3330
after global routing	2100	0.362	2200	3330
final	2040	0.362	2410	3330
-- worst min-delay path by stage --
stage / startpoint / to / slack, ps / depth (start not counted)
CTS: data_in[114] / data_out[59] / 2050 / 6
global route: data_in[111] / data_out[59] / 2100 / 6
finish: data_in[18] / data_out[61] / 2040 / 5
Power figures rest on the tool's default switching activity, not on a simulated workload.
